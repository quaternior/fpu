==> /design/flow/design.v <==
module GP_Generate (
    input [45:0] A,
    input [45:0] B,
    output [45:0] G,
    output [45:0] P
);
    assign G = A & B;   
    assign P = A | B;   
endmodule
==> /design/flow/run.sh <==
#!/bin/bash
# OpenROAD 26Q1-2900-gdf79404cd8, Yosys 0.63+post, stock flow scripts
make -C /OpenROAD-flow-scripts/flow DESIGN_CONFIG=/design/flow/config.mk WORK_HOME=/design/flow/orfs finish
==> /design/flow/config.mk <==
export PLATFORM = sky130hd
export DESIGN_NAME = GP_Generate
export DESIGN_NICKNAME = GP_Generate
export VERILOG_FILES = /design/flow/design.v
export SDC_FILE = /design/flow/constraint.sdc
export NUM_CORES = 4
export LEC_CHECK = 1
export CORE_AREA = 10 10 86 86
export DIE_AREA = 0 0 96 96
==> /design/flow/constraint.sdc <==
current_design GP_Generate

set clk_period 1.0
set clk_io_pct 0.2

create_clock -name clk0 -period $clk_period

set non_clock_inputs [all_inputs -no_clocks]
set_input_delay [expr $clk_period * $clk_io_pct] -clock clk0 $non_clock_inputs
set_output_delay [expr $clk_period * $clk_io_pct] -clock clk0 [all_outputs]
==> job_summary.md <==
### Metrics collected by this job

| Metric | Value |
|---|---|
| Outcome | `completed` |
| Top logic family | `simple AND/OR/NAND/NOR gates` |
| Top cell type's share of synthesized area | `0.545` |
| Syn Area/Cell | `6.88 um2` |
| CP required | `0.80 ns` |
| Final instance area | `2090 um2` |
| Worst-path cell chain | `dlygate4sd2_1 -> or2_1 -> buf_2` |
| # Cells Yosys | `92` |
| Crit Path Category | `in -> out` |
| Post-Syn Instances | `92` |
| Tmin final | `0.973 ns` |
| RSZ-0062 raised after global routing | `no` |
| Die height | `96 um` |
| Final Slew Violations | `0` |
| Post-DP Area | `approximately 2600 um2` |
| Final GP Congestion | `0.808` |
| Xor/xnor cell area share of the yosys netlist | `0` |
| Setup WS pre-CTS | `-0.499 ns` |
| Top cells by count | `46 x and2_2, 46 x or2_1` |
| Post-synthesis cell area | `633 um2` |
| # port buffers | `184` |
| Core ar. | `approximately 5500 um2` |
| CLK BUF | `0` |
| Final worst setup slack | `0.0269 ns` |
| Via density per instance | `3.56` |
| Die W | `between 90 and 100 um` |
| # DRC | `0` |
| Tightest Pin Transition | `0.0809 ns` |
| Max Clock Freq | `around 1 GHz` |
| Seq cells | `0` |
| First-pass GRT wire length | `7120 um` |
| Multiplexer share | `0` |
| Worst Hold End | `P[24]` |
| Yosys adder share | `0` |
| I/O pins | `184` |
| Drt wl/cell | `between 10 and 15 um` |
| Setup crit end kind | `output port` |
| Seq share, synth | `0` |
| Hold WS | `roughly 0.74 ns` |
| Crit path DAT | `just under 0.8 ns` |
| # setup viols final | `0` |
| Final WL | `5090 um` |
| Max-Cap Viols | `0` |
| Synth-to-Final Area Change | `230%` |
| Hold path depth | `3` |
| Main area contributors after synthesis | `and2_2 55%, or2_1 45%` |
| Chip Area, Yosys | `633 um2` |
| Number of global-route vias before repair | `about 1,300` |
| DRT antenna net count | `0` |
| Register area | `0 um2` |
| Hold_buf cts | `0` |
| Slowest cell delay on critical path | `0.23 ns` |
| Gr ovfl total | `0` |
| Row count | `27` |
| Largest net degree at the start of global routing | `3` |
| CP Max Fanout | `2` |
| Hpwl dp | `4930 um` |
| Startpoint Class | `input pin` |
| Drt pass-1 iters | `3` |
| Power per cell area | `287 nW/um2` |
| Initial Util | `0.114` |
| Log Warnings | `32` |
| Hold Path Class | `in -> out` |
| Diodes inserted | `0` |
| Initial DRC count | `11` |
| GRT Overall Usage | `0.0978` |
| Share of layout cells above drive strength 1 | `0.475` |
| Yosys top cell by area | `and2_2` |
| Compound-Gate Fraction of Synth Area | `0` |
| Initial antenna violation count | `0` |
| Max transition margin | `0.946` |
| Chip Area | `9220 um2` |
| Maximum vdd drop | `0.000114 V` |
| Lkg Pwr | `roughly 1.1 nW` |
| Period utilization | `0.973` |
| Setup TNS | `0 ns` |
| Filler cells | `roughly 640` |
| Logic area | `653 um2` |
| Simple-Gate Area Share | `1.00` |
| Warnings, synthesis | `0` |
| Cell Type Count | `2` |
| Hold path start | `A[24]` |
| Slowest-stage cell, CP | `dlygate4sd2_1` |
| DR vias | `between 1,000 and 1,500` |
| Final hold violations | `0` |
[area by class of cell]
class	instances	area share
multi-input combinational	92	0.313
tap	72	0.0431
timing repair buffer	184	0.644
[where the power goes]
group          total, W  leakage, nW  switching, W  internal (W)
logic          0.000599         1.09      0.000151      0.000448
registers             0            0             0             0
clock network         0            0             0             0
[worst max-delay path: cells and delay by family]
kind | cells | cell delay, ns
buf+inv | 2 | 0.35
simple gates | 1 | 0.22
[metrics by stage]
stage	total power, W	cells	utilization
after global routing	0.000676	348	0.377
after detailed placement	0.000891	348	0.463
final	0.000599	348	0.377
after global placement	0.000891	348	0.463
after CTS	0.000629	348	0.390
after floorplan	0.000106	92	-
[kinds of logic (layout without fill, tap and decap cells)]
group | count (synthesis) | in the layout
buffers and inverters | 0 | 184
and+or+nand+nor | 92 | 92
[worst max-delay path by stage]
| stage | cells past startpoint | from | to | slack [ns] |
|---|---|---|---|---|
| final | 3 | A[36] | P[36] | 0.03 |
| after global routing | 3 | A[12] | P[12] | 0.0003 |
| after CTS | 3 | A[30] | G[30] | 0.0001 |
[metal layers]
metal  vias up  routed length (um)  GRT usage
met2        84                2720      0.183
met1       504                1620      0.102
li1        652                   -          -
met5         -                   0          0
met4         0                   0          0
met3         0                 740     0.0472
[placed cells by master (no fill, tap or decap)]
master,n
and2_4,16
buf_6,1
and2_2,30
clkdlybuf4s15_2,3
clkbuf_2,17
or2_1,46
dlygate4sd2_1,77
buf_2,64
clkdlybuf4s15_1,22
[what timing repair did]
| action | CTS | global route |
|---|---|---|
| setup endpoints to repair | 92 | 29 |
| gates resized | 374 | 29 |
| buffers inserted | 0 | 0 |
| cloned | 0 | 0 |
| hold endpoints to repair | 0 | 0 |
| pin swaps | 19 | 10 |
No activity file was given, so power comes from the tool's default toggle rates.
