--- ./run.sh ---
#!/bin/bash
# OpenROAD 26Q1-2900-gdf79404cd8, Yosys 0.63+post, stock flow scripts
make -C /OpenROAD-flow-scripts/flow DESIGN_CONFIG=/design/flow/config.mk WORK_HOME=/design/flow/orfs finish
--- ./config.mk ---
export PLATFORM = sky130hd
export DESIGN_NAME = FDIV_sub
export DESIGN_NICKNAME = FDIV_sub
export VERILOG_FILES = /design/flow/design.v
export SDC_FILE = /design/flow/constraint.sdc
export NUM_CORES = 4
export LEC_CHECK = 1
export CORE_UTILIZATION = 40
--- ./constraint.sdc ---
current_design FDIV_sub

set clk_period 446.6
set clk_io_pct 0.2

create_clock -name clk0 -period $clk_period

set non_clock_inputs [all_inputs -no_clocks]
set_input_delay [expr $clk_period * $clk_io_pct] -clock clk0 $non_clock_inputs
set_output_delay [expr $clk_period * $clk_io_pct] -clock clk0 [all_outputs]
--- ./design.v ---
module FDIV_sub(
	input clk,
	input A_sign, 
	input [7:0] A_exp, 
	input [22:0] A_frac,
	input B_sign, 
	input [7:0] B_exp, 
	input [22:0] B_frac,
	output sign, 
	output [7:0] exp, 	
	output [23:0] frac,
	output reg error,
	output overflow
);
	wire [23:0] A_temp = {1'b1, A_frac};  
	wire [23:0] B_temp = {1'b1, B_frac};  
	wire [24:0] R_frac;
	wire [7:0] R_exp;
	wire [24:0] frac_temp, frac_result;
	wire A_is_zero = ~(|A_exp | |A_frac);  
	wire A_is_inf = &A_exp & ~|A_frac;  
	wire B_is_zero = ~(|B_exp | |B_frac);  
	wire B_is_inf = &B_exp & ~|B_frac;  
	wire zero;
	reg primal;  
  reg [7:0] primal_exp;
  reg [23:0] primal_frac;
	always@(*) begin
		if((A_is_zero & B_is_zero) | (A_is_inf & B_is_inf)) begin
			primal = 1;  
			primal_exp = 8'hff;
			primal_frac = 8'h11;  
			error = 1;
		end
		else if (~A_is_zero & B_is_zero) begin
			primal = 1;
			primal_exp = 8'hff;
			primal_frac = 8'h00;
			error = 0;
		end
		else begin
			primal = 0;  
			primal_exp = primal_exp;
			primal_frac = primal_frac;
			error = 0;
		end
	end
	assign sign = A_sign ^ B_sign;
	assign overflow = (A_is_inf & ~B_is_inf);
	assign zero = (~A_is_inf & B_is_inf);
	wire [24:0] O, O1, O2, O3, O4, O5, O6, O7, O8, O9, O10, O11, O12, O13, O14, O15, O16, O17, O18, O19, O20, O21, O22, O23, O24;
	part_DIV part_DIV_24 ({1'b0, A_temp}, B_temp, O24, frac_temp[24]);  
	part_DIV part_DIV_23 (O24, B_temp, O23, frac_temp[23]);
	part_DIV part_DIV_22 (O23, B_temp, O22, frac_temp[22]);
	part_DIV part_DIV_21 (O22, B_temp, O21, frac_temp[21]);
	part_DIV part_DIV_20 (O21, B_temp, O20, frac_temp[20]);
	part_DIV part_DIV_19 (O20, B_temp, O19, frac_temp[19]);
	part_DIV part_DIV_18 (O19, B_temp, O18, frac_temp[18]);
	part_DIV part_DIV_17 (O18, B_temp, O17, frac_temp[17]);
	part_DIV part_DIV_16 (O17, B_temp, O16, frac_temp[16]);
	part_DIV part_DIV_15 (O16, B_temp, O15, frac_temp[15]);
	part_DIV part_DIV_14 (O15, B_temp, O14, frac_temp[14]);
	part_DIV part_DIV_13 (O14, B_temp, O13, frac_temp[13]);
	part_DIV part_DIV_12 (O13, B_temp, O12, frac_temp[12]);
	part_DIV part_DIV_11 (O12, B_temp, O11, frac_temp[11]);
	part_DIV part_DIV_10 (O11, B_temp, O10, frac_temp[10]);
	part_DIV part_DIV_9 (O10, B_temp, O9, frac_temp[9]);
	part_DIV part_DIV_8 (O9, B_temp, O8, frac_temp[8]);
	part_DIV part_DIV_7 (O8, B_temp, O7, frac_temp[7]);
	part_DIV part_DIV_6 (O7, B_temp, O6, frac_temp[6]);
	part_DIV part_DIV_5 (O6, B_temp, O5, frac_temp[5]);
	part_DIV part_DIV_4 (O5, B_temp, O4, frac_temp[4]);
	part_DIV part_DIV_3 (O4, B_temp, O3, frac_temp[3]);
	part_DIV part_DIV_2 (O3, B_temp, O2, frac_temp[2]);
	part_DIV part_DIV_1 (O2, B_temp, O1, frac_temp[1]);
	part_DIV part_DIV_0 (O1, B_temp, O, frac_temp[0]);
	assign frac_result = frac_temp << ~frac_temp[24];
	assign R_frac = (primal) ? primal_frac : frac_result[23:1];  
	assign frac = (overflow | zero) ? 24'h000000 : R_frac;
	assign R_exp = (primal) ? primal_exp : A_exp - B_exp - frac_temp[23] + 127;
	assign exp = (overflow) ? 8'hff : ((zero) ? 8'h00 : R_exp);
endmodule	
 module part_DIV(  
	input [24:0] A, 
	input [23:0] B,
	output reg [24:0] O,
	output reg R
);
wire [24:0] B_ext = {1'b0, B};  
always@(*) begin
	if(A>=B_ext) begin 
		O <= (A - B_ext)<<1;
		R <= 1;  
	end
	else begin
		O <= A<<1;
		R <= 0;  
	end
end
endmodule
==> reports/results.tsv <==
metric	value	unit
min_period	293.30	ns
ff_type	dlxtn_1	
drive_above_1_share	0.0836	
cp_common_cell	o21ai_0	
min_delay_path_depth	3	
start_kind	primary input	
drv_cap	0	
coreArea	79400	sq um
gp_congestion	0.973	
dpl-instance-area	34600	sq um
fp-row-count	103	
hold_viol	0	
cts_hold_buf	0	
path_class	in -> out	
grt_pass1_wl	169000	um
worstSetupEndpointType	output pin	
status	finished clean	
first_global_vias	30600	
cp.required	357.28	ns
yosysMostFrequentCell	ha_1	
wl	108000	um
holdPathEnd	sign	
synth_warnings	2	
ys_top_cells_by_count	ha_1 (575), nor2_1 (425), nand2_1 (393), a21oi_1 (390), o21ai_0 (339)	
largest_reg_flops	1	
setup_viol	0	
async_flop_share	0	
yosys-stat-area	32200	sq um
post-route-util	0.436	
slew_headroom	0.424	
hold_class	in -> out	
arrival	203.98	ns
synth_top_area_share	0.223	
avgSynthCellArea	6.95	sq um
syn_to_final_growth	7.34	%
finalMaxSlewViolations	0	
portBuffers	98	
ys_types	103	
die_x	286	um
vias_per_cell	5.88	
cpMaxStageDelayCell	clkdlybuf4s50_1	
crit_start	B_frac[1]	
postCtsResizedCells	0	
untimed_endpoints	1	
hp-start	A_sign	
wl_per_cell	18.8	um
dieHeight	286	um
drtIter0Drc	2082	
edf_count	0	
fin_crit_sh	0.657	
firstDrtPassIters	6	
netlist_instances	4632	
post-route-drc-count	0	
pin_count	100	
fp_util	0.406	
grt_setup_unrepaired	no	
grt_overflow	0	
slowest_delay	0.94	ns
antenna_found_initial	0	
cp_max_fo	47	
synthTopCellsByArea	ha_1 (22%), mux2_2 (8.1%), a21oi_1 (6.1%), xnor2_1 (5.4%), o21ai_0 (5.3%)	
vias	33700	
antenna_cells	0	
yosys_cells	4632	
max_freq	0.00341	GHz
hpwlAfterDp	85700	um
warnings	36	
ys_ff	1	
post_cts_buffers	0	
tightest_slew	0.852	ns
grt_max_degree	48	
synth_area	32200	sq um
antenna_left	0	
die-area	81700	sq um
finalSetupTns	0	ns
unclocked_regs	1	
grt_util_all_layers	0.262	
yosys.area.top_type	ha_1	
postLayoutCellArea	34600	sq um
per-layer routing:
metal  routed length, um  share of wire  vias to the layer above  global-route usage
met4                1870          0.017                        0              0.0393
met1               51900           0.48                    15500               0.378
li1                    -              -                    17400                   -
met5                   0              0                        -                   0
met2               49400           0.46                      692               0.436
met3                4740          0.044                       85              0.0158
worst max path at each step:
stage              to  cells past startpoint
CTS           frac[0]                    564
global route  frac[0]                    570
finish        frac[0]                    564
placed cells by master (no fill, tap or decap), types with 25 or more instances in the layout:
cell type	Yosys	routed
a21oi_1	390	390
o21ai_0	339	339
a21boi_0	67	67
and3_1	35	35
nor4_1	32	32
nand4_1	97	97
o21a_1	139	139
a211oi_1	53	53
clkdlybuf4s50_1	0	97
o21bai_1	41	41
xor2_1	152	152
a21o_1	213	213
buf_4	1	69
nor3_1	123	123
or2_2	28	28
nand2_1	393	392
and2_1	55	55
ha_1	575	575
nand3_1	82	82
mux2i_1	28	28
o31ai_1	85	85
nand2b_1	77	77
mux2_2	231	231
nor2_1	425	423
inv_1	255	243
xnor2_1	199	199
nor2b_1	56	56
o211ai_1	25	25
or3_1	27	27
metrics by stage:
stage / hold slack [ns] / instances / setup WS (ns)
5_1_grt: 179.57 / 5729 / 140.92
3_5_place_dp: 179.56 / 5729 / 154.81
6_report: 179.56 / 5729 / 153.30
4_1_cts: 179.56 / 5729 / 154.09
3_3_place_gp: 179.56 / 5729 / 154.75
2_1_floorplan: 178.67 / 4632 / 165.01
cell type report:
| type | instances | area (sq um) |
|---|---|---|
| Inverter | 257 | 965 |
| Fill cell | 8265 | 44800 |
| Timing Repair Buffer | 167 | 1490 |
| Sequential cell | 1 | 15.0 |
| Tap cell | 1050 | 1310 |
| Multi-Input combinational cell | 4254 | 30800 |
logic make-up after synthesis:
kind of cell,share of synthesized area
simple gates,0.220
xor+xnor,0.0954
fa+ha+maj,0.225
mux,0.100
compound gates,0.313
other cells,0.000116
latches,0.000466
buf+inv,0.0454
worst max-delay path, delay by kind of cell:
kind	cells	cell delay [ns]
AND-OR/OR-AND	395	76.62
XOR/XNOR	1	0.12
adder cells (fa/ha/maj)	25	8.99
buffers and inverters	23	6.77
multiplexers	8	2.12
AND/OR/NAND/NOR	112	19.69
