==> flow/design.v <==
module regfile_stg1_stg2(
        input clk,
        input nRESET,
        input [7:0] A_exp_1,
        input [22:0] A_frac_1,
        input [7:0] B_exp_1,
        input [22:0] B_frac_1,
        input sign_1,
        input primal_1,
        input [7:0] primal_exp_1,
        input [22:0] primal_frac_1,
        input error_1,
        output reg [7:0] A_exp_2,
        output reg [22:0] A_frac_2,
        output reg [7:0]B_exp_2,
        output reg [22:0] B_frac_2,
        output reg sign_2,
        output reg primal_2,
        output reg [7:0] primal_exp_2,
        output reg [22:0] primal_frac_2,
        output reg error_2
    );
    always@(posedge clk or negedge nRESET) begin
        if(!nRESET) begin
            A_exp_2 <= 0;
            A_frac_2 <= 0;
            B_exp_2 <= 0;
            B_frac_2 <= 0;
            sign_2 <= 0;
            primal_2 <= 0;
            primal_exp_2 <= 0;
            primal_frac_2 <= 0;
            error_2 <= 0;
        end
        else begin
            A_exp_2 <= A_exp_1;
            A_frac_2 <= A_frac_1;
            B_exp_2 <= B_exp_1;
            B_frac_2 <= B_frac_1;
            sign_2 <= sign_1;
            primal_2 <= primal_1;
            primal_exp_2 <= primal_exp_1;
            primal_frac_2 <= primal_frac_1;
            error_2 <= error_1;
        end
    end
endmodule
==> flow/run.sh <==
#!/bin/bash
# OpenROAD 26Q1-2900-gdf79404cd8, Yosys 0.63+post, stock flow scripts
make -C /OpenROAD-flow-scripts/flow DESIGN_CONFIG=/design/flow/config.mk WORK_HOME=/design/flow/orfs finish
==> flow/config.mk <==
export PLATFORM = sky130hd
export DESIGN_NAME = regfile_stg1_stg2
export DESIGN_NICKNAME = regfile_stg1_stg2
export VERILOG_FILES = /design/flow/design.v
export SDC_FILE = /design/flow/constraint.sdc
export NUM_CORES = 4
export LEC_CHECK = 1
export CORE_UTILIZATION = 30
==> flow/constraint.sdc <==
current_design regfile_stg1_stg2

set clk_period 1.0
set clk_io_pct 0.2

create_clock -name clk0 -period $clk_period [get_ports {clk}]

set non_clock_inputs [all_inputs -no_clocks]
set_input_delay [expr $clk_period * $clk_io_pct] -clock clk0 $non_clock_inputs
set_output_delay [expr $clk_period * $clk_io_pct] -clock clk0 [all_outputs]
==> results.json <==
{
  "most_common_cell": "dfrtp_1",
  "via_per_inst": 3.748,
  "num-fill-cells": 641,
  "grt_pass1_wl_um": 8694,
  "area_leaders": "dfrtp_1 (100%)",
  "clock-sinks": 96,
  "setup_viol": 83,
  "synth_stat.cells": 96,
  "rows": 32,
  "first_pass_iters": 2,
  "hold_path.class": "in2async",
  "die_h_um": 91.49,
  "cp.arrival_ns": 0.83,
  "synth-seq-area-share": 1.000,
  "diodes": 0,
  "initCoreUtil": 0.3109,
  "logic_area_um2": 0,
  "cts_tree": "yes",
  "async_flop_share": 1.000,
  "route.met2.wl_um": 3417,
  "gp_congestion": 0.7830,
  "cts-root-buf": "clkbuf_8",
  "synth_area_um2": 2402,
  "maxSlewViolCount": 0,
  "h-tree-depth": 3,
  "hold_violations": 81,
  "synth_top_area_share": 1.000,
  "num_vias": 1533,
  "grt_max_degree": 39,
  "power_leakage_nw": 1.993,
  "synth_flop_count": 96,
  "critPathBufInv": 1,
  "routed_wl_um": 5823,
  "top_layer": "met4",
  "drc_errors": 0,
  "ant_nets": 0,
  "p_per_area_nw_per_um2": 1679,
  "crit_chain": "buf_2",
  "place_ws_ns": -0.007251,
  "worstMarginPinSlew_ns": 0.2334,
  "critical_path.top_delay_family": "flip-flops",
  "place_hpwl_um": 4562,
  "clk_pin_slew_worst_paths_ns": 0.08,
  "edf_count": 0,
  "flop_cell": "dfrtp_1",
  "wl_per_cell_um": 14.24,
  "cts_buffers": 9,
  "syn_inst": 96,
  "gr-total-overflow": 0,
  "setup.worst_path.class": "reg2out",
  "wirelength_met1_um": 1920,
  "path_max_fanout": 1,
  "core-area_um2": 7727,
  "first_global_vias": 1538,
  "slowest_delay_ns": 0.37,
  "critPathRequiredTime_ns": 0.80,
  "worst_slack_ns": -0.02748,
  "io_buffers": 193,
  "logic_gate_count": 0,
  "grt_setup_unrepaired": "true",
  "io_pins": 194,
  "peakVddDrop_mv": 0.8369,
  "ys_warn_count": 1,
  "whs_ns": -0.2860,
  "syn_to_final_growth_pct": 75.89,
  "start_kind": "flop",
  "top_cells_by_count": "dfrtp_1 (96)",
  "wl_met3_um": 382,
  "p_total_mw": 7.093,
  "antenna_found_initial": 0,
  "drive_above_1_share": 0.3713,
  "yosys.stat.chipArea_um2": 2402,
  "warnings": 29,
  "syn_avg_cell_area_um2": 25.02,
  "cpMaxStageDelayCell": "dfrtp_1",
  "cp-end-kind": "output pin",
  "synth.distinct_cells": 1,
  "grt.total_usage": 0.1478,
  "drt_iter0_drc": 28,
  "maxCapViolations": 0,
  "slew_headroom": 0.8444,
  "fin_crit_sh": 1.027,
  "yosysTopAreaCell": "dfrtp_1",
  "clockBufferDepth": 2,
  "cts_setup_buffers": 0,
  "layout_min_cycle_time_ns": 1.027,
  "fp.dieW_um": 91.49,
  "violations": "negative hold slack, negative setup slack",
  "dieArea_um2": 8370,
  "status": "complete, but fails checks",
  "fmax_mhz": 973.3
}
[where the power goes]
part / leakage, nW / internal (mW) / switching [mW] / total, mW
Sequential: 1.12 / 4.07 / 0.0378 / 4.11
Combinational: 0.786 / 0.471 / 0.156 / 0.627
Clock: 0.0883 / 1.14 / 1.21 / 2.36
Total: 1.99 / 5.68 / 1.41 / 7.09
[layout make-up]
type | instances | area (µm²) | area share
Sequential cell | 96 | 2402 | 0.5686
Clock buffer | 10 | 127.6 | 0.03020
Tap cell | 102 | 127.6 | 0.03020
Timing Repair Buffer | 196 | 1509 | 0.3571
Clock inverter | 5 | 58.81 | 0.01392
[metal layers]
layer | track usage | vias to the layer above
met5 | 0 | -
met4 | 0.02513 | 0
met2 | 0.2707 | 64
met1 | 0.1865 | 757
met3 | 0.03146 | 8
li1 | - | 704
[worst paths after layout]
path                                       from                         end  slack [ns]  depth (start not counted)
max                        A_exp_2[7]$_DFF_PN0_                  A_exp_2[7]       -0.03                          1
min                                      nRESET      B_frac_2[20]$_DFF_PN0_       -0.29                          1
max in group asynchronous                nRESET   primal_exp_2[4]$_DFF_PN0_        0.82                          2
min in group clk0              primal_frac_1[0]  primal_frac_2[0]$_DFF_PN0_        0.28                          1
[stage by stage]
step,instance area [µm²],std cells,utilization,TNS [ns]
3_3_place_gp,4519,394,0.5848,-0.02095
3_5_place_dp,4519,394,0.5848,-0.01898
6_report,4225,409,0.5468,-0.8664
5_1_grt,4225,409,0.5468,-5.291
4_1_cts,4225,409,0.5468,-3.720
2_1_floorplan,2402,96,-,0
[cells by family after synthesis]
family | after synthesis | synth area share
flops | 96 | 1.000
[registers in the layout, summed over array words and instances (netlist names)]
register and cells:
A_frac_2 23, primal_2 1, primal_exp_2 8, A_exp_2 8, error_2 1, B_frac_2 23
primal_frac_2 23, B_exp_2 8, sign_2 1
[timing repair]
item                                    4_1_cts  5_1_grt
pin swaps                                     0        0
gates resized                               301        0
endpoints found under the hold margin        96       51
endpoints found under the setup margin       96       96
[cells in the final DEF, fill, tap and decap left out]
master / count
clkinv_4: 1
clkinv_2: 1
buf_2: 96
clkbuf_1: 1
clkinvlp_4: 2
buf_12: 3
bufinv_16: 1
buf_4: 1
clkdlybuf4s50_1: 96
clkbuf_8: 9
dfrtp_1: 96
Power and IR drop assume default switching activity.
