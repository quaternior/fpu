--- flow/config.mk ---
export PLATFORM = sky130hd
export DESIGN_NAME = wallace_tree_multiplier
export DESIGN_NICKNAME = wallace_tree_multiplier
export VERILOG_FILES = /design/flow/design.v
export SDC_FILE = /design/flow/constraint.sdc
export NUM_CORES = 4
export LEC_CHECK = 1
export CORE_AREA = 10 10 70 70
export DIE_AREA = 0 0 80 80
--- flow/constraint.sdc ---
current_design wallace_tree_multiplier

set clk_period 3.7
set clk_io_pct 0.2

create_clock -name clk0 -period $clk_period

set non_clock_inputs [all_inputs -no_clocks]
set_input_delay [expr $clk_period * $clk_io_pct] -clock clk0 $non_clock_inputs
set_output_delay [expr $clk_period * $clk_io_pct] -clock clk0 [all_outputs]
--- flow/design.v ---
module half_adder(input a, b, output s0, c0);
  assign s0 = a ^ b;
  assign c0 = a & b;
endmodule
module full_adder(input a, b, cin, output s0, c0);
  assign s0 = a ^ b ^ cin;
  assign c0 = (a & b) | (b & cin) | (a & cin);
endmodule
module wallace_tree_multiplier(input [3:0] A, B, output [7:0] z);
  reg signed p[8][4];
  wire [17:0] c;  
  wire [10:0] s;  
  genvar g;
  reg signed [7:0]M;
  assign {M[7:4],M[3:0]} = {{4{A[3]}},A};  
  generate
    for(g = 0; g<4; g++) begin
      and a0(p[g][0], M[g], B[0]);
      and a1(p[g][1], M[g], B[1]);
      and a2(p[g][2], M[g], B[2]);
      and a3(p[g][3], M[g], B[3]);
    end
  endgenerate
  generate
    for(g = 0; g<4; g++) and a4i(p[4][g], M[4], B[g]);
    for(g = 0; g<3; g++) and a5i(p[5][g], M[5], B[g]);
    for(g = 0; g<2; g++) and a6i(p[6][g], M[6], B[g]);
  endgenerate
  and a70(p[7][0], M[7], B[0]);
  assign z[0] = p[0][0];
  half_adder h0(p[0][2], p[1][1], s[0], c[0]);
  generate
    for(g = 0; g<5; g++) full_adder fg0(p[g][3], p[g+1][2], p[g+2][1], s[g+1], c[g+1]);
  endgenerate
  half_adder h1(s[1], p[3][0], s[6], c[6]);
  generate
    for(g = 0; g<4; g++) full_adder fg1(s[g+2], p[g+4][0], c[g+1], s[g+7], c[g+7]);
  endgenerate
  half_adder h2(p[0][1], p[1][0], z[1], c[11]);
  full_adder f9(s[0], p[2][0], c[11], z[2], c[12]);
  full_adder f10(s[6], c[0], c[12], z[3], c[13]);
  generate
    for(g = 0; g<4; g++) full_adder fg2(s[g+7], c[g+6], c[g+13], z[g+4], c[g+14]);
  endgenerate
endmodule
--- flow/run.sh ---
#!/bin/bash
# OpenROAD 26Q1-2900-gdf79404cd8, Yosys 0.63+post, stock flow scripts
make -C /OpenROAD-flow-scripts/flow DESIGN_CONFIG=/design/flow/config.mk WORK_HOME=/design/flow/orfs finish
==> changes_impl.md <==
## Implementation

- Max VDD drop: 30.5 µV
- Worst path cell trace: buf_8 -> nand2_4 -> fa_1 -> inv_2 -> ha_4 -> fa_2 -> inv_2 -> fa_2 -> inv_2 -> fa_2 -> fa_2 -> xnor2_2 -> xnor2_1 -> buf_2
- Row count: 21
- Fmax: 243 MHz
- Crit path kind: in -> out
- Largest net degree at the start of global routing: 5
- Mapped Avg Cell Area: ~9 µm²
- AND-OR/OR-AND Cells, Area Fraction: 0%
- GRT Total Usage: under 10%
- Worst Setup EP: z[7]
- Max Cap Viol: 0
- Hold buffers post-CTS: 0
- Yosys xor share: 5.20%
- Failing checks: negative setup slack
- Synth-to-layout area growth: 54.5%
- DRC viols: 0
- Nature of the critical path endpoint: output port
- Dpl hpwl: 891 µm
- Via Count: 354
- Biggest area consumer among synthesized cells: fa_1
- Die width: 80 µm
- Routed Wire Length: 908 µm
- Post-DR vias/cell: 3.08
- Detailed Route Iter0 Violations: 1
- Worst Hold Depth: 3
- Die area: 6400 µm²
- Area of the multi-input gates: about 480 µm²
- Final setup fails: 3
- Vias in the first global route: about 430
- YS chip area: 505 µm²
- Slew Limit Fails: 0
- Core box area: 3420 µm²
- Worst path max stage delay: 0.54 ns
- Crit path required time: 2.96 ns
- Seq Cell Count: 0
- DR pass1 iterations: 2
- First-pass GRT wire length: 1790 µm
- Least-Margin Pin Slew: around 0.16 ns
- Antenna violations before repair: 0
- Global placer's final weighted congestion: 0.798
- # IOs: 16
- CP max-delay cell: fa_1
- Top cells by area: fa_1, buf_4, and2_1, ha_1, inv_1
- Final hold vios: 0
- CP Max Fanout: 4
- Clock buf count: 0
- Top cell area share: 47.5%
- FF+latch area: 0 µm²
- Simple-gate share of the synthesized area: approximately 16%
- Cell Pwr Density: 173 nW/µm²
- Leakage Power: 0.000379 µW
- Status: finished, violations left
- Setup Fix Bufs, Post-CTS: 0
- Ratio of cells with drive above 1 in the final layout: a little under half
- Most used cell, CP: fa_2
- Diode count: 0
- Multiplexer share: 0%
- Post-synth seq share: 0%
- Data arrival, critical path: ~3.4 ns
- Syn Std Cell Area: 505 µm²
- Log Warnings: 36
- Comb area leader: adder cells
- Tcrit/Tclk final: 111%
- ANT nets after route: 0
- Avg WL per Cell: 7.90 µm
- Layout Utilization: 22.9%
- Worst Setup SP: A[1]
- Fillers: 374
- Top post-synthesis cells by count: inv_1, fa_1, and2_1, buf_4, nand2_1
- CP Launch Type: primary input
- Hold_ws: 2.14 ns
- Yosys Instances: around 56
- Unrepaired setup endpoints after global routing: true
- Tmin final: between 4 and 5 ns
- PnR worst setup slack: -0.422 ns
- Yosys top cell by instances: inv_1
- Die Y: 80 µm
- Synth Warn #: 3
- Port Buffers: 16
- Syn Inst Count: between 50 and 60
- Slew margin rel.: 89.6%
- Unique cell types: 8
- Min-delay worst type: in -> out
- Adder Area Share: between 50% and 60%
- Initial Util: 14.8%
- Total gr overflow: 0
-- cell type report --
| type | instances | area share (%) |
|---|---|---|
| Timing Repair Buffer | 21 | 24.8 |
| Tap cell | 46 | 7.37 |
| Multi-Input combinational cell | 35 | 61.5 |
| Inverter | 13 | 6.25 |
-- cell usage in the layout (no fill, tap or decap), types with 3 or more instances in the layout --
master	netlist	final
inv_1	13	10
fa_1	12	7
buf_4	8	6
and2_1	8	5
fa_2	0	5
nand2_1	8	4
clkdlybuf4s50_1	0	4
inv_2	0	3
and2_4	0	3
buf_6	0	3
buf_2	0	3
-- worst max-delay path: cells and delay by family --
family	cells	cell delay [ns]
adders and majority gates	6	2.00
and+or+nand+nor	1	0.04
xor gates and xnor gates	2	0.27
buffers and inverters	5	0.32
-- kinds of logic after synthesis --
kind of cell | after synthesis
buffers and inverters | 21
and+or+nand+nor | 16
adders and majority gates | 16
xor gates and xnor gates | 3
-- metal layers --
| layer | part of all wire [%] | wire length [µm] | vias to the layer above | track usage [%] |
|---|---|---|---|---|
| li1 | - | - | 177 | - |
| met1 | 39 | 351 | 172 | 3.36 |
| met2 | 56 | 510 | 5 | 6.82 |
| met3 | 5.1 | 46 | 0 | 0.682 |
| met4 | 0 | 0 | 0 | 0 |
| met5 | 0 | 0 | - | 0 |
-- per-stage QoR --
stage	total power [µW]	setup WS, ns	setup TNS, ns	cell area [µm²]	cells
2_1_floorplan	109	-0.326	-0.493	569	56
3_3_place_gp	156	-1.46	-4.58	764	115
3_5_place_dp	157	-1.46	-4.62	764	115
4_1_cts	145	-0.459	-1.11	773	115
5_1_grt	160	-0.557	-1.25	781	115
6_report	135	-0.422	-0.887	781	115
-- timing repair --
item                       4_1_cts  5_1_grt
setup endpoints to repair        5        4
pin swaps                       10        0
resized                         57        3
-- worst min-delay path by stage --
stage	start	end	slack, ns
6_report	A[0]	z[0]	2.14
5_1_grt	A[0]	z[0]	2.17
4_1_cts	A[0]	z[0]	2.15
-- power breakdown --
part	internal [µW]	switching, µW	leakage [µW]	total (µW)
clock	0	0	0	0
sequential	0	0	0	0
combinational	82.8	52.6	0.000379	135
No activity file was given, so power comes from the tool's default toggle rates.
