$ cat flow/config.mk
export PLATFORM = sky130hd
export DESIGN_NAME = regfile_stg2_stg3
export DESIGN_NICKNAME = regfile_stg2_stg3
export VERILOG_FILES = /design/flow/design.v
export SDC_FILE = /design/flow/constraint.sdc
export NUM_CORES = 4
export LEC_CHECK = 1
export CORE_AREA = 10 10 131 131
export DIE_AREA = 0 0 141 141
$ cat flow/constraint.sdc
current_design regfile_stg2_stg3

set clk_period 1.0
set clk_io_pct 0.2

create_clock -name clk0 -period $clk_period [get_ports {clk}]

set non_clock_inputs [all_inputs -no_clocks]
set_input_delay [expr $clk_period * $clk_io_pct] -clock clk0 $non_clock_inputs
set_output_delay [expr $clk_period * $clk_io_pct] -clock clk0 [all_outputs]
$ cat flow/design.v
module regfile_stg2_stg3(
        input clk,
        input nRESET,
        input [7:0] A_exp_2,
        input [22:0] A_frac_2,
        input [7:0]B_exp_2,
        input [22:0] B_frac_2,
        input sign_2,
        input primal_2,
        input [7:0] primal_exp_2,
        input [22:0] primal_frac_2,
        input error_2,
        input [35:0] c1_2,
        output reg [7:0] A_exp_3,
        output reg [22:0] A_frac_3,
        output reg [7:0]B_exp_3,
        output reg [22:0] B_frac_3,
        output reg sign_3,
        output reg primal_3,
        output reg [7:0] primal_exp_3,
        output reg [22:0] primal_frac_3,
        output reg error_3,
        output reg [35:0] c1_3
    );
    always@(posedge clk or negedge nRESET) begin
        if(!nRESET) begin
            A_exp_3 <= 0;
            A_frac_3 <= 0;
            B_exp_3 <= 0;
            B_frac_3 <= 0;
            sign_3 <= 0;
            primal_3 <= 0;
            primal_exp_3 <= 0;
            primal_frac_3 <= 0;
            error_3 <= 0;
            c1_3 <= 0;
        end
        else begin
            A_exp_3 <= A_exp_2;
            A_frac_3 <= A_frac_2;
            B_exp_3 <= B_exp_2;
            B_frac_3 <= B_frac_2;
            sign_3 <= sign_2;
            primal_3 <= primal_2;
            primal_exp_3 <= primal_exp_2;
            primal_frac_3 <= primal_frac_2;
            error_3 <= error_2;
            c1_3 <= 0;
        end
    end
endmodule
$ cat flow/run.sh
#!/bin/bash
# OpenROAD 26Q1-2900-gdf79404cd8, Yosys 0.63+post, stock flow scripts
make -C /OpenROAD-flow-scripts/flow DESIGN_CONFIG=/design/flow/config.mk WORK_HOME=/design/flow/orfs finish
==> changes_impl.md <==
### Metrics

* Largest net degree at the start of global routing at 42
* Worst Hold Class: in -> async
* Met2 routed WL at 3.57 mm
* Critical path class: reg -> out
* Delay-heaviest family, CP: flip-flops
* CTS root buf: clkbuf_16
* Count of non-filler cells in the finished layout at about 530
* Placed inst area at 4740 µm²
* Synth-to-Final Area Change at 69.0%
* Warnings, synthesis at 1
* DIE HEIGHT at roughly 140 µm
* DP Cell Count at roughly 500
* Drc violations at 0
* Min Tclk post-route at a little over 1000 ps
* Setup violators final at 32
* Clock network fraction of total power at about 39%
* Antenna fix cells at 0
* Vias in the first global route at around 2000
* Slew Limit Fails at 0
* Final WS setup at -20.4 ps
* WL final at about 7.9 mm
* Die X at 141 µm
* Sw frac at 19.5%
* Die ar. at between 15000 and 20000 µm²
* CP bufs+invs at 1
* Flop pwr share at a little over half
* Final Hold Slack at -254 ps
* Ys flops at between 90 and 100
* Top_reg_cell synth: dfrtp_1
* Outcome: finished with violations
* NetSw at approximately 0.0015 W
* DR pass1 iterations at 3
* TritonCTS buffer count at 9
* Async S/R FF share, synth at 100%
* Register share after synthesis at between 80 and 90%
* Highest Signal Layer: met4
* Failing checks: negative hold slack, negative setup slack
* Fin Setup TNS at -199 ps
* Most frequent cells after synthesis: dfrtp_1 (96), buf_4 (36), conb_1 (1)
* CP startpoint kind: flip-flop
* CP peak stage delay at around 370 ps
* Core area at about 14000 µm²
* RSZ-0062 raised after global routing: yes
* WL met1 at 2.98 mm
* Sink Count at roughly 96
* Top cells, area: dfrtp_1 (90%), buf_4 (10%), conb_1 (0.14%)
* Filler cells at between 1000 and 1500
* Area reported by Yosys stat at between 2000 and 3000 µm²
* Syn Area/Cell at 20.1 µm²
* Log Warnings at roughly 65
* Critical path, cell by cell: buf_2
* WL/cell at ~15 µm
* Period utilization at 102%
* Count of library flops with an enable pin at 0
* Max rail drop VDD at about 0.00078 V
* Placer Congestion at 0.733
* Std cell rows at around 44
* Cell internal pwr at ~0.0063 W
* Max-area cell share at 89.8%
* Comb area at 135 µm²
* IO Port Bufs at 193
* CTS Buffer Depth at 2
* Core Util, Final at a little under a third
* Initial drt markers at 30
* CP max stage cell: dfrtp_1
* Crit path DRT at 800 ps
* Share of cells above drive strength 1 at roughly a third
* Leak at about 2.1 nW
* Drt via density at roughly 3.2
* Post-synthesis cell area at 2680 µm²
* Post-synth top area cell: dfrtp_1
* Gate Count Post-Synth at around 130
* Final Cell Area at roughly 4500 µm²
* I/O pin count at 266
* TritonCTS clock tree: built
* First-pass GRT wire length at ~12 mm
* Combinational share of power at under 10%
* CP Data Arrival Time at roughly 820 ps
* Flop area at 2400 µm²
* Final ANT Viol Nets at 0
* Crit. End Element: primary output
* Max Fanout on Critical Path at 1
* CTS H-tree lvls at 3
* Yosys top cell by instances: dfrtp_1
* Vias at 1687
* Clock-pin transition on the worst setup and hold timing paths at around 60 ps
* Met3 Wirelength at about 1.3 mm
* Synth unique cells at 3
* Initial antenna violation count at 0
* Power Density at 1720 nW/µm²
* Max Clock Freq at 0.980 GHz
* Maxcap violations at 0
* Final hold viol count at 18
* Ys cells at 133
* Dpl hpwl at between 6 and 7 mm
* GRT overflow at 0
* Starting density of the core at 18.6%
* GRT Overall Usage at roughly 8%
[final cells by class]
cell class	instances	area share, %
sequential	96	53.1
timing repair buffer	195	32.9
clock buffer	12	5.45
tap	184	5.09
multi-input combinational	36	2.99
clock inverter	3	0.415
[power groups by stage]
stage,clock network [W],logic [W],registers [W]
after CTS,0.00323,0.000679,0.00412
after global routing,0.00340,0.000726,0.00414
final,0.00303,0.000645,0.00412
[state kept, by name, summed over array words and instances (netlist names), 8 cells and up]
signal,cells
A_exp_3,8
A_frac_3,23
B_exp_3,8
B_frac_3,23
primal_exp_3,8
primal_frac_3,23
[repair_timing]
action | 4_1_cts | 5_1_grt
gates resized | 303 | 0
setup buffers | 0 | 0
endpoints found under the setup margin | 96 | 96
hold endpoints to repair | 18 | 18
[through the flow]
step / power (W) / setup WS, ps
after floorplan: 0.00425 / 488
after global placement: 0.00507 / -28.3
after CTS: 0.00803 / -67.3
after global routing: 0.00826 / -72.9
final: 0.00779 / -20.4
after detailed placement: 0.00507 / -30.9
[worst paths after layout]
kind / startpoint / to / slack (ps) / cells after the start
setup / recovery: A_frac_3[2] / A_frac_3[2] / -20 / 1
min in group clk0: A_frac_2[13] / A_frac_3[13] / 300 / 1
max in group asynchronous: nRESET / primal_exp_3[5] / 740 / 2
hold / removal: nRESET / primal_frac_3[11] / -250 / 1
[logic make-up (layout without fill, tap and decap cells)]
kind of cell,count (synthesis),count (layout),synth area share [%]
buffers and inverters,36,210,10.1
other,1,36,0.140
DFF,96,96,89.8
[layer usage]
metal / global-route usage (%) / vias to the layer above
met5: 0 / -
met4: 1.03 / 0
met3: 5.80 / 6
met2: 11.7 / 139
met1: 9.11 / 801
li1: - / 741
[cell usage in the layout, fill, tap and decap left out]
| cell type | count |
|---|---|
| buf_12 | 2 |
| buf_4 | 1 |
| clkinv_4 | 1 |
| conb_1 | 36 |
| clkbuf_1 | 2 |
| buf_2 | 96 |
| dfrtp_1 | 96 |
| clkbuf_16 | 9 |
| clkdlybuf4s50_1 | 96 |
| clkbuf_8 | 1 |
| clkinv_2 | 2 |
No activity file was given, so power comes from the tool's default toggle rates.
